--- /design/flow/config.mk ---
export PLATFORM = sky130hd
export DESIGN_NAME = ELA
export DESIGN_NICKNAME = ELA
export VERILOG_FILES = /design/flow/design.v
export SDC_FILE = /design/flow/constraint.sdc
export NUM_CORES = 4
export LEC_CHECK = 1
export CORE_UTILIZATION = 40
--- /design/flow/constraint.sdc ---
current_design ELA

set clk_period 6.0
set clk_io_pct 0.2

create_clock -name clk0 -period $clk_period [get_ports {clk}]

set non_clock_inputs [all_inputs -no_clocks]
set_input_delay [expr $clk_period * $clk_io_pct] -clock clk0 $non_clock_inputs
set_output_delay [expr $clk_period * $clk_io_pct] -clock clk0 [all_outputs]
--- /design/flow/design.v ---
`timescale 1ns/10ps
module ELA(clk, rst, in_data, data_rd, req, wen, addr, data_wr, done);
	input					clk;
	input					rst;
	input			[7:0]	in_data;
	input			[7:0]	data_rd;
	output logic			req;
	output logic			wen;
	output logic	[9:0]	addr;
	output logic	[7:0]	data_wr;
	output logic			done;
 reg [3:0] state, next_state;
 parameter IDLE=0, STORE=1, BUFF=2, CALL_L=3, CALL=4, CALL_R=5, ELA_L=6, ELA=7, ELA_R=8, FIN=9;
 reg [7:0] data_sv [0:7];	 
 reg [4:0] num;	 
 (* keep = "true" *) reg [7:0] D_1, D_2, D_3;	 
 reg finish;	 
 always @(posedge clk, posedge rst) begin
 	if(rst) state = IDLE;
 	else state = next_state;
 end
 always @(*) begin
 	case(state)
 		IDLE: begin
 			if(!rst) next_state = STORE;
 			else next_state = IDLE;
 		end
 		STORE: begin
 			if(addr == 991) next_state = BUFF;
 			else next_state = STORE;
 		end
 		BUFF: next_state = CALL_L;
 		CALL_L: begin
 			if(finish) next_state = FIN;
 			else if(num==3) next_state = ELA_L;
 			else next_state = CALL_L;
 		end
 		ELA_L: next_state = CALL;
 		CALL: begin
 			if(num==7) next_state = ELA;
 			else next_state = CALL;
 		end
 		ELA: begin
 			if((addr+2)%64==0) next_state = CALL_R;
 			else next_state = CALL;
 		end
 		CALL_R: begin
 			if(num==3) next_state = ELA_R;
 			else next_state = CALL_R;
 		end
 		ELA_R: next_state = CALL_L;
 		FIN: next_state = FIN;
 		default: next_state = IDLE;
 	endcase
 end
 always @(posedge clk) begin
 	case(state)
 		IDLE: begin
 			addr = 10'b11_1111_1110;	 
 			done = 0;
 			finish = 0;
 			req = 0;
 		end
 		STORE: begin
 			wen = 1;
 			data_wr = in_data;
 			if(addr == 10'b11_1111_1110) begin
 				req = 1;	 
 				addr = addr + 1;
 			end else if((addr+1)%32==0 && !req) begin	 
 				addr = addr + 32;	 
 				req = 1;	 
 			end else begin
 				addr = addr + 1;
 				req = 0;
 			end
 		end
 		BUFF: begin
 			wen = 0;
 			num = 0;
 			addr = 10'b11_1111_1111;
 		end
 		CALL_L: begin
 			wen = 0;
 			if(addr == 10'b11_1111_1111) addr = 0;
 			else if(num==0) addr = addr + 1;
 			else if(num==1) addr = addr + 64;
 			data_sv[num] = data_rd;
 			num = num + 1;
 		end
 		ELA_L: begin
 			wen = 1;
 			num = 0;
 			addr = addr - 32;
 			data_wr = (data_sv[1] + data_sv[2]) / 2;	 
 		end
 		CALL: begin
 			wen = 0;
 			case(num)
 				0: addr = addr - 32;
 				3: addr = addr + 62;
 				6: addr = addr - 33;
 				7: addr = addr;
 				default: addr = addr + 1;
 			endcase
 			data_sv[num] = data_rd;
 			num = num + 1;
 		end
 		ELA: begin
 			wen = 1;
 			num = 0;
 			if(data_sv[1] > data_sv[6]) D_1 = data_sv[1] - data_sv[6];
 			else D_1 = data_sv[6] - data_sv[1];
 			if(data_sv[2] > data_sv[5]) D_2 = data_sv[2] - data_sv[5];
 			else D_2 = data_sv[5] - data_sv[2];
 			if(data_sv[3] > data_sv[4]) D_3 = data_sv[3] - data_sv[4];
 			else D_3 = data_sv[4] - data_sv[3];
 			if(D_2 <= D_1) begin
 				if(D_2 <= D_3) begin
 					data_wr = (data_sv[2] + data_sv[5]) / 2;
 				end else begin
 					data_wr = (data_sv[3] + data_sv[4]) / 2;
 				end
 			end else begin
 				if(D_1 <= D_3) begin
 					data_wr = (data_sv[1] + data_sv[6]) / 2;
 				end else begin
 					data_wr = (data_sv[3] + data_sv[4]) / 2;
 				end
 			end
 		end
 		CALL_R: begin
 			wen = 0;
 			if(num==0) addr = addr - 31;
 			else if(num==1) addr = addr + 64;
 			data_sv[num] = data_rd;
 			num = num + 1;
 		end
 		ELA_R: begin
 			wen = 1;
 			num = 0;
 			addr = addr - 32;
 			data_wr = (data_sv[1] + data_sv[2]) / 2;
 			if(addr==959) finish = 1;	 
 		end
 		FIN: begin
 			done = 1;
 		end
 		default: addr = addr;
 	endcase
 end
endmodule
--- /design/flow/run.sh ---
#!/bin/bash
# OpenROAD 26Q1-2900-gdf79404cd8, Yosys 0.63+post, stock flow scripts
make -C /OpenROAD-flow-scripts/flow DESIGN_CONFIG=/design/flow/config.mk WORK_HOME=/design/flow/orfs finish
==> results.py <==
# Synthesis and PnR figures
metrics = {
    "clock_network": {
        "cts-root-buf": "clkbuf_16",
        "cts_tree": "built",
        "cts_resized": 0,
        "cts_max_path_buffers": 2,
        "cts_max_level": 3,
        "clkTransAtPathRegs_ns": 0.07,
        "hold_buffers": 0,
        "cts_made_buffers": 9,
        "clk_latency_ns": 0.36,
        "postCtsSetupRepairBufs": 0,
        "numClockSinks": 85,
    },
    "cells_and_area": {
        "fillers": 1919,
        "regArea_um2": 2500,
        "drive_gt1_share_pct": 5.01,
        "fin_cells": 1189,
        "combGateArea_um2": 5200,
        "area_growth_pct": 11.3,
    },
    "synthesis": {
        "syn_area_um2": 8240,
        "syn_area_per_cell_um2": 9.18,
        "yosysWarnings": 2,
        "synthCells": 898,
    },
    "detailed_routing": {
        "first_pass_iters": 5,
        "vias_per_cell": 5.43,
        "totalWireLength_um": 20800,
        "diodes": 0,
        "drt_iter0_markers": 369,
        "postRouteAntennaNets": 0,
        "wl_per_cell_um": 17.5,
        "num_vias": 6455,
        "drc": 0,
    },
    "placed_design": {
        "portBuffers": 38,
        "globalplace.congestion": 0.924,
        "place_hpwl_um": 16200,
        "place_inst": 1173,
    },
    "sta": {
        "setup_tns_ns": 0,
        "rsz0062_at_grt": "no",
        "fin_worst_skew_ns": 0.0103,
        "fmax_ghz": 0.182,
        "period_needed_ns": 5.48,
        "finalClockPeriodUsage_pct": 91.3,
        "tightest_slew_ns": 0.767,
        "slew_headroom_pct": 48.7,
        "final-max-slew-violation-count": 0,
        "hold_viol_final": 0,
        "setup_violations": 0,
    },
    "die": {
        "dieHeight_um": 146,
        "core_area_um2": 20200,
        "die_area_um2": 21200,
        "num_io_pins": 39,
        "die_x_um": 146,
        "rows": 52,
        "fp_util_pct": 40.7,
    },
    "worst_hold_path": {
        "hold_class": "flop to flop",
    },
    "worst_setup_path": {
        "critPathKind": "flop to flop",
        "cp.arrival_ns": 5.58,
        "end_kind": "flop",
        "worst-r2r-setup-slack_ns": 0.52,
        "crit_fanout": 13,
        "start_kind": "flop",
        "required_ns": 6.10,
    },
    "grt": {
        "grt_pass1_wl_um": 33300,
        "grt_pass1_vias": 6204,
        "grt_overflow": 0,
        "grt_usage_pct": 20.9,
        "grt_start_max_net_pins": 21,
        "antenna_found_initial": 0,
    },
    "power": {
        "p_clk_share_pct": 36.9,
        "pwr-share-seq_pct": 45.3,
        "internal-power_uw": 1160,
        "leakagePower_uw": 0.00398,
        "p_per_area_nw_per_um2": 178,
        "ir_drop_mv": 0.112,
        "p_sw_uw": 478,
        "switching_share_pct": 29.2,
        "combPwrFrac_pct": 17.8,
    },
    "flow_run": {
        "tool_warnings": 83,
        "drv_cap": 0,
    },
    "status": {
        "outcome": "finished clean",
    },
}
[layout make-up]
cell class	count	area share, %
clock buffer	9	2.46
clock inverter	7	1.02
inverter	102	4.18
multi-input combinational	672	56.7
sequential	85	27.3
tap	270	3.68
timing repair buffer	44	4.64
[worst paths after layout]
check                              start         end  cells after the start
min reg2reg                       finish    state[6]                      1
min in group asynchronous            rst    state[9]                      2
max                        data_sv[1][0]  data_wr[1]                     20
max in group asynchronous            rst    state[0]                      2
min                               finish    state[6]                      1
max reg2reg                data_sv[1][0]  data_wr[1]                     20
[critical path, cell delays in order (launching register included)]
cell and delay, ns:
edfxtp_1 0.46, inv_1 0.13, ha_1 0.15, inv_1 0.05, fa_1 0.38, a21o_1 0.18
a21oi_1 0.25, o22ai_1 0.13, o22a_1 0.42, o31ai_1 0.48, xnor2_1 0.16, ha_1 0.34
nand3_1 0.16, a21oi_1 0.08, o31a_1 0.24, o21a_1 0.16, o21a_1 0.17, o22ai_2 0.47
mux2_2 0.41, a221oi_1 0.28, o21ai_0 0.12
[per-stage QoR]
stage | setup WS [ns] | area, um2 | total power, uW | hold WS (ns) | util, %
2_1_floorplan | 1.29 | 8240 | 919 | 0.437 | -
3_3_place_gp | 0.560 | 8850 | 1050 | 0.473 | 43.7
3_5_place_dp | 0.577 | 8850 | 1040 | 0.479 | 43.7
4_1_cts | 0.555 | 9170 | 1650 | 0.498 | 45.3
5_1_grt | 0.197 | 9170 | 1710 | 0.502 | 45.3
6_report | 0.520 | 9170 | 1630 | 0.495 | 45.3
[cells in the final DEF, fill, tap and decap left out, types with 9 or more instances in the layout]
cell	n
o221ai_1	9
nand2_1	48
xor2_1	23
dfrtp_1	9
inv_1	102
ha_1	118
edfxtp_1	75
o21a_1	11
mux2i_1	19
xnor2_1	44
clkbuf_16	9
nor3_1	15
clkdlybuf4s50_1	38
nor2_1	58
a21o_1	26
nor2b_1	9
a21oi_1	73
a221oi_1	9
o21ai_0	36
fa_1	10
and3_1	15
o21bai_1	14
nand3_1	24
[layer usage]
metal	routed length (um)	GRT usage [%]	vias to the layer above
li1	-	-	3240
met1	9230	30.5	3001
met2	9840	33.9	184
met3	1260	3.36	30
met4	479	4.26	0
met5	0	0	-
[power groups by stage]
stage | logic (uW) | registers (uW) | clock network [uW]
5_1_grt | 324 | 748 | 639
6_report | 291 | 741 | 603
4_1_cts | 291 | 742 | 618
[registers in the layout, summed over array words and instances (netlist names)]
signal   cells
data_sv     48
req          1
wen          1
addr        10
done         1
data_wr      8
finish       1
num          5
state       10
Power figures rest on the tool's default switching activity, not on a simulated workload.
